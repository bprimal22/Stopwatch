<file path="./design.v">
`timescale 1ns / 1ps
module clk_div(
input clk, 
input reset,
output clk_10ms,
output clk_refresh
);
reg [31:0] count = 0;
reg [15:0] refresh_count = 0;
assign clk_refresh = refresh_count[15];
reg ms_clk = 0;
assign clk_10ms = ms_clk;
always @(posedge clk) begin
  ms_clk <= 0;
  if (reset)begin
    count <= 0;
    refresh_count = 0;
  end
  if (count < 1000000) begin  
    count <= count + 1;
  end
  else begin
    ms_clk <= 1; 
    count <= 0;
  end
  refresh_count = refresh_count + 1; 
end
endmodule
`timescale 1ns / 1ps
module counter(
input startOrStop_button,
input reset,
input clk,
output [3:0] s0,  
output [3:0] s1,
output [3:0] s2,
output [3:0] s3   
    );
reg [3:0] s0_temp = 0;
reg [3:0] s1_temp = 0;
reg [3:0] s2_temp = 0;
reg [3:0] s3_temp = 0;
assign s0 = s0_temp;
assign s1 = s1_temp;
assign s2 = s2_temp;
assign s3 = s3_temp;
reg startOrStop = 0;  
reg prev_startOrStop = 0;
always @(posedge clk)
begin
     if (startOrStop_button && !prev_startOrStop)
         startOrStop = ~startOrStop; 
     if (reset)
        begin 
            s0_temp <= 0;
            s1_temp <= 0;
            s2_temp <= 0;
            s3_temp <= 0;
        end else if (startOrStop == 1)  
        begin
          if(s0_temp == 9)
          begin
             s0_temp <= 0;
             if (s1_temp == 9)
                 begin
                    s1_temp <= 0;
                    if (s2_temp == 9)
                        begin 
                            s2_temp <= 0;
                            if(s3_temp == 9)
                                begin
                                s0_temp <= 9;
                                s1_temp <= 9;
                                s2_temp <= 9;
                                s3_temp <= 9;
                                end
                            else
                                s3_temp <= s3_temp + 1;
                        end else
                            s2_temp <= s2_temp + 1;
                 end else
                     s1_temp <= s1_temp + 1; 
          end else
            s0_temp <= s0_temp + 1;
         end
         prev_startOrStop <= startOrStop_button;
end
endmodule
`timescale 1ns / 1ps
module digits_enable(
input clk,  
output S0_enable,  
output S1_enable,
output S2_enable,
output S3_enable,   
output decimal
    );
reg [3:0] on_off = 4'b1110; 
assign S0_enable = on_off[0];  
assign S1_enable = on_off[1]; 
assign S2_enable = on_off[2]; 
assign S3_enable = on_off[3]; 
assign decimal = on_off[2];
always @(posedge clk) begin
  on_off <= {on_off[0],on_off[3:1]};  
end
endmodule
`timescale 1ns / 1ps
module driver(
    input clk,
    input reset,
    input start,
    input [9:0] sw,
    output [6:0] seg,
    output decimal,
    output S0_enable,  
    output S1_enable,
    output S2_enable,
    output S3_enable   
    );
wire clk_10ms;
wire clk_refresh;
reg [3:0] seg_in;  
wire [3:0] s0;  
wire [3:0] s1; 
wire [3:0] s2;
wire [3:0] s3;
clk_div CLK_DIV(
.clk(clk),
.clk_refresh(clk_refresh), 
.reset(reset),
.clk_10ms(clk_10ms)
);
counter COUNTER(
.startOrStop_button(start),
.reset(reset),
.clk(clk_10ms),
.s0(s0),  
.s1(s1),
.s2(s2),
.s3(s3)
);
digits_enable DIGITS(
.clk(clk_refresh),  
.S0_enable(S0_enable),  
.S1_enable(S1_enable),
.S2_enable(S2_enable),
.S3_enable(S3_enable),   
.decimal(decimal)
);
hex_7seg_0to9 DISPLAY(
.in(seg_in),
.seg(seg)
 );
always @ (*)
case ({S0_enable,S1_enable,S2_enable,S3_enable})
    4'b1110: seg_in = s3;
    4'b1101: seg_in = s2;
    4'b1011: seg_in = s1;
    4'b0111: seg_in = s0;
    default: seg_in = 'b1111;   
endcase 
endmodule
`timescale 1ns / 1ps
module hex_7seg_0to9(
    input [3:0] in,
    output reg [6:0] seg
    );
    always @(*)
        case (in)
            4'b0000 : seg = 7'b0000001;  
            4'b0001 : seg = 7'b1001111;  
            4'b0010 : seg = 7'b0010010;  
            4'b0011 : seg = 7'b0000110;  
            4'b0100 : seg = 7'b1001100;  
            4'b0101 : seg = 7'b0100100;  
            4'b0110 : seg = 7'b0100000;  
            4'b0111 : seg = 7'b0001111;  
            4'b1000 : seg = 7'b0000000;  
            4'b1001 : seg = 7'b0000100;  
            default : seg = 7'b0000100;  
       endcase
endmodule
</file>
<file path="./run.sh">
#!/bin/bash
# OpenROAD 26Q1-2900-gdf79404cd8, Yosys 0.63+post, stock flow scripts
make -C /OpenROAD-flow-scripts/flow DESIGN_CONFIG=/design/flow/config.mk WORK_HOME=/design/flow/orfs finish
</file>
<file path="./config.mk">
export PLATFORM = sky130hd
export DESIGN_NAME = driver
export DESIGN_NICKNAME = driver
export VERILOG_FILES = /design/flow/design.v
export SDC_FILE = /design/flow/constraint.sdc
export NUM_CORES = 4
export LEC_CHECK = 1
export CORE_UTILIZATION = 30
</file>
<file path="./constraint.sdc">
current_design driver

set clk_period 4.6
set clk_io_pct 0.2

create_clock -name clk0 -period $clk_period [get_ports {clk}]

set non_clock_inputs [all_inputs -no_clocks]
set_input_delay [expr $clk_period * $clk_io_pct] -clock clk0 $non_clock_inputs
set_output_delay [expr $clk_period * $clk_io_pct] -clock clk0 [all_outputs]
</file>
==> GITHUB_STEP_SUMMARY <==
## Implementation flow summary

| Metric | Value |
|---|---|
| Clock transition at path regs | 90 ps |
| DR vias | roughly 2400 |
| Placed Cells | 502 |
| Syn Area/Cell | ~9.0 um^2 |
| Pin count of the biggest net entering global routing | 35 |
| Post-layout min period | 2580 ps |
| Required @ worst endpoint | 4790 ps |
| Skew final | 12.4 ps |
| Critical path arrival | 2760 ps |
| Synth warn | 5 |
| FILL cells | approximately 1100 |
| Routed len/inst | 10.1 um |
| Final core occ | 34.6% |
| Crit path launch | reset |
| Worst R2R Path Depth | 5 |
| Synthesized instance count | 351 |
| Antenna Cells | 0 |
| Synthesized flop and latch total | 71 |
| Main synth FF type | dfxtp_1 |
| Largest delay share family, worst path | simple AND/OR/NAND/NOR gates |
| Cell Type Count | about 52 |
| Final setup fails | 0 |
| Routability cong. | 0.767 |
| Final max-slew violation count | 0 |
| Die ar. | 0.0109 mm^2 |
| WP buf/inv | 2 |
| Peak supply drop | 128 uV |
| Total gr overflow | 0 |
| Yosys Instances | between 300 and 400 |
| Tool warnings | 39 |
| Root Driver | clkbuf_8 |
| Synth area leaders | dfxtp_1 45%, nor2_1 5.3%, xor2_1 5.3% |
| Mapped cell area | 0.00316 mm^2 |
| Worst slew pin tran | 760 ps |
| Number of global-route vias before repair | 2071 |
| Drt total wl | 5140 um |
| Fin. Hold Viols | 0 |
| Critical path peak fanout | 34 |
| Commonest Layout Cell | dfxtp_1 |
| CTS Hold Bufs | 0 |
| Hold path depth | 1 |
| Crit path cell chain | clkdlybuf4s50_1, buf_4, nand4b_1, nor4_1, nand3_1, xor2_1, nor2_1 |
| Max Cap Viol | 0 |
| Synth area leader | dfxtp_1 |
| Post-route antenna net violation count | 0 |
| Pwr Total | 0.000703 W |
| Drt via density | 4.65 |
| Setup_tns | 0 ps |
| H-tree depth | 2 |
| Init Core Util | around 30% |
| Number of port buffers | 14 |
| Slowest stage delay, CP | 570 ps |
| Sequential share of the synthesized area | 45.0% |
| Flip-flops with a built-in enable | 0 |
| Register pins left without a clock | 22 |
| Clk ins delay skew pair | 300 ps |
| Die W | 105 um |
| Max frequency | 388 MHz |
| Slack of the worst reg-to-reg path | 2800 ps |
| Fin cells | 510 |
| Core outline area | about 0.010 mm^2 |
| Slew headroom | 49.3% |
| Site Rows | 37 |
| Clk buf depth | 2 |
| Fin crit share | about 56% |
| DP HPWL | 3690 um |
| Leak | 1.25 nW |
| Instance count on the critical path | 7 |
| RSZ-0062 raised after global routing | false |
| # DRC | 0 |
| Outcome | finished, final reports clean |
| # IOs | 25 |
| Initial antenna violation count | 0 |
| Yosys Chip Area | 0.00316 mm^2 |
| Area leader share | around 45% |
| TritonCTS clock tree | yes |
| Fraction of layout cells with a size suffix above 1 | 4.28% |
| Logic cell area | roughly 0.0017 mm^2 |
| Post-CTS Resized | 0 |
| Syn-to-layout area delta | 12.6% |
| Hold Crit Start | CLK_DIV.count[0] |
| First-pass DRT Iterations | 6 |
| Setup crit end kind | flop |
| Crit start category | input port |
| Async S/R FF share, synth | 0% |
| Detailed Route Iter0 Violations | 89 |
| Register area | 0.00142 mm^2 |
| Pwr dens | 198 mW/mm^2 |
| First-pass GRT wire length | 8920 um |
| Clock buffers created by TritonCTS | 5 |
| Top Layout Cells | 71 x dfxtp_1, 45 x nor2_1, 26 x nand2_1, 19 x xor2_1, 16 x nand3_1 |
| GRT Total Usage | 9.62% |
| Post-CTS setup buffers | 0 |
| Die H | about 100 um |
| Worst Hold Class | flop to flop |
| Endpoints left unconstrained | 34 |
| Reg2reg start | CLK_DIV.refresh_count[2] |
| Slowest-stage cell, CP | nor4_1 |
| WS Path Type | input port to flop |
==> cells in the mapped netlist (2+ instances only) <==
cell      count
xor2_1       19
nand3_1      16
xnor2_1      14
nand2_1      26
nand4_1      10
a22o_1        2
nor4_1        6
and3_1        8
inv_1        11
nand3b_1      5
and2b_1       4
and4bb_2      2
nor2_1       45
ha_1          7
or3_1         4
a22oi_1       4
nand2b_1      6
o31ai_1       2
a21o_1        2
and2_1        7
a31oi_1       3
nor2b_1       6
nand4b_1      2
a211oi_1      4
a21oi_1      13
clkbuf_1      8
o21ai_0      10
mux2i_1       6
dfxtp_1      71
or4_1         2
nor3_1        5
==> routing by layer <==
| metal | share of wire, % | GRT usage (%) | up-vias | routed length [um] |
|---|---|---|---|---|
| li1 | - | - | 1256 | - |
| met1 | 53 | 14.5 | 1072 | 2750 |
| met2 | 42 | 15.4 | 38 | 2180 |
| met3 | 3.2 | 1.46 | 4 | 165 |
| met4 | 0.91 | 1.01 | 0 | 47 |
| met5 | 0 | 0 | - | 0 |
==> metrics by stage <==
stage,instance area [um^2],hold WS [ps],setup slack [ps]
6_report,3560,495,2020
5_1_grt,3560,531,1770
4_1_cts,3560,495,1990
3_5_place_dp,3470,470,1670
3_3_place_gp,3470,462,1670
2_1_floorplan,3200,441,2430
==> area by class of cell <==
type / instances / share of cell area, %
flip-flops and latches: 71 / 39.9
repair buffers: 16 / 4.36
multi-input cells: 268 / 47.2
clock inverters: 3 / 0.598
inverters: 11 / 1.16
clock buffers: 5 / 1.93
well taps: 136 / 4.78
==> sequential cells by signal, indices dropped and copies added, names as in the netlist, 4 cells and up <==
name	count
CLK_DIV.count	32
CLK_DIV.refresh_count	16
COUNTER.s0_temp	4
COUNTER.s1_temp	4
COUNTER.s2_temp	4
COUNTER.s3_temp	4
DIGITS.on_off	4
==> worst paths after layout <==
path,to
max,CLK_DIV.refresh_count[15]
min,CLK_DIV.count[0]
min reg2reg,CLK_DIV.count[0]
max reg2reg,CLK_DIV.refresh_count[15]
==> cells by family (layout without fill, tap and decap cells) <==
logic type               after synthesis  count (layout)  share of synthesized area, %
AND-OR/OR-AND                         49              49                          10.3
XOR/XNOR                              33              33                          9.14
adder cells (fa/ha/maj)                7               7                          2.77
buffers and inverters                 23              35                          3.13
flip-flops                            71              71                          45.0
multiplexers                           6               6                          1.90
other                                  1              12                         0.119
AND/OR/NAND/NOR                      161             161                          27.7
==> where the power goes <==
part | switching (W) | internal [W]
clock | 0.000142 | 0.000108
sequential | 0.00000369 | 0.000433
combinational | 0.00000972 | 0.00000630
Power and IR drop assume default switching activity.
